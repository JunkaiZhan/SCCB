==> design/flow/design.v <==
`timescale 1ns/1ps
module sccb (
    clk, rstn, 
    scl, sda, 
    data_in, data_out, 
    addr, write, 
    valid_in, done,
    direction  
);
parameter DATA_WIDTH = 8;
parameter ADDR_WIDTH = 8;
input clk;
input rstn;
output scl;
inout  sda;
input  [DATA_WIDTH - 1 : 0] data_in;
input  [ADDR_WIDTH - 1 : 0] addr;      
input  write;                          
input  valid_in;
output [DATA_WIDTH - 1 : 0] data_out; 
output done;
output direction;  
reg [DATA_WIDTH - 1 : 0] data_in_r;
reg [ADDR_WIDTH - 1 : 0] addr_r;
reg write_r;
reg ready;
always @ (posedge clk or negedge rstn) begin
    if(!rstn) begin
        data_in_r <= 'b0;
        addr_r <= 'b0;
        write_r <= 'b0;
    end else begin
        if(valid_in == 1'b1 && ready == 1'b1) begin
            data_in_r <= data_in;
            addr_r <= addr;
            write_r <= write;
        end 
    end
end
always @ (posedge clk or negedge rstn) begin
    if(!rstn) ready <= 1'b1; 
    else begin
        if(valid_in == 1'b1) ready <= 1'b0;
        else if(done == 1'b1) ready <= 1'b1;
    end
end
sccb_fsm sccb_fsm(
    .clk(clk),
    .rstn(rstn),
    .valid_in(valid_in),
    .write(write_r),
    .data_in(data_in_r),
    .addr(addr_r),
    .done(done),
    .data_out(data_out),
    .scl(scl),
    .sda(sda),
    .direction(direction)  
);
endmodule
`timescale 1ns/1ps
module sccb_fsm(
    clk, rstn, 
    valid_in, write, 
    data_in, addr, 
    done, data_out,
    scl, sda,
    direction  
);
parameter DATA_WIDTH = 8;
parameter ADDR_WIDTH = 8;
parameter BYTE_COUNT_WIDTH = 2;
parameter BIT_COUNT_WIDTH  = 4;
localparam IDLE      = 5'h0;
localparam START_1   = 5'd1;
localparam START_2   = 5'd2;
localparam TRA_1     = 5'd3;
localparam TRA_2     = 5'd4;
localparam TRA_3     = 5'd5;
localparam ACK_1     = 5'd6;
localparam ACK_2     = 5'd7;
localparam ACK_3     = 5'd8;
localparam REC_1     = 5'd9;
localparam REC_2     = 5'd10;
localparam REC_3     = 5'd11;
localparam PER_ACK_1 = 5'd12;
localparam PER_ACK_2 = 5'd13;
localparam PER_ACK_3 = 5'd14;
localparam STOP_1    = 5'd15;
localparam STOP_2    = 5'd16;
localparam STOP_3    = 5'd17;
localparam START_00  = 5'd18;  
localparam START_01  = 5'd19;
localparam START_02  = 5'd20;
localparam START_03  = 5'd21;
localparam DEVICE_ADDRESS = 7'h42;
input clk, rstn;
input valid_in, write;
input [DATA_WIDTH - 1 : 0] data_in;
input [ADDR_WIDTH - 1 : 0] addr;
output [DATA_WIDTH - 1 : 0] data_out;
output done;
output scl;
inout  sda;
output direction;  
wire in_sda;
reg out_sda, sda_out_en;
assign in_sda = !sda_out_en & sda;
assign sda = sda_out_en ? out_sda : 1'bz;
reg scl_r;
assign scl = scl_r;
assign direction = sda_out_en;  
reg [5 - 1 : 0] state;
reg [5 - 1 : 0] next_state;
reg [BYTE_COUNT_WIDTH - 1 : 0] byte_counter;
reg [BIT_COUNT_WIDTH - 1 : 0] bit_counter;
reg [24 - 1 : 0] seq;
reg ack_valid;
reg [DATA_WIDTH - 1 : 0] data_receive;
reg [3:0] rec_counter;
assign done = state == STOP_3;  
assign data_out = data_receive;
wire rec_finish;
assign rec_finish = rec_counter == 4'd8;
wire valid_bit;
assign valid_bit = seq[24 - 1];
wire byte_counter_is_zero;
wire bit_counter_is_zero;
assign byte_counter_is_zero = ~|byte_counter;
assign bit_counter_is_zero  = ~|bit_counter;
reg read_command;
reg write_command;
always @ (posedge clk or negedge rstn) begin
    if(!rstn) state <= IDLE;
    else state <= next_state;
end
always @ (*) begin
    case(state)
    IDLE: begin 
        if(read_command || write_command) next_state = START_1;
        else next_state = IDLE;
    end
    START_00: begin next_state = START_01; end
    START_01: begin next_state = START_02; end
    START_02: begin next_state = START_03; end
    START_03: begin next_state = START_1; end
    START_1: begin next_state = START_2; end
    START_2: begin next_state = TRA_1; end
    TRA_1: begin next_state = TRA_2; end
    TRA_2: begin next_state = TRA_3; end
    TRA_3: begin 
        if(bit_counter_is_zero) next_state = ACK_1;
        else next_state = TRA_1;
    end
    ACK_1: begin next_state = ACK_2; end
    ACK_2: begin next_state = ACK_3; end
    ACK_3: begin
        if(ack_valid) begin
            case(byte_counter)
            2: begin next_state = TRA_1; end
            1: begin
                if(read_command) next_state = START_00;
                else if(write_command) next_state = TRA_1;
            end 
            0: begin
                if(read_command) next_state = REC_1;
                else if(write_command) next_state = STOP_1;
            end
            default: next_state = TRA_1;
            endcase
        end else begin 
            next_state = STOP_1;
        end
    end
    REC_1: begin next_state = REC_2; end
    REC_2: begin next_state = REC_3; end
    REC_3: begin 
        if(rec_finish) next_state = PER_ACK_1;
        else next_state = REC_1; 
    end
    PER_ACK_1: begin next_state = PER_ACK_2; end
    PER_ACK_2: begin next_state = PER_ACK_3; end
    PER_ACK_3: begin next_state = STOP_1;    end
    STOP_1:    begin next_state = STOP_2;    end
    STOP_2:    begin next_state = STOP_3;    end
    STOP_3:    begin next_state = IDLE;      end
    endcase
end
always @ (*) begin
    case(state)
    IDLE:      begin scl_r = 1; sda_out_en = 1; out_sda = 1; end
    START_00:  begin scl_r = 0; sda_out_en = 1; out_sda = 0; end
    START_01:  begin scl_r = 1; sda_out_en = 1; out_sda = 0; end
    START_02:  begin scl_r = 1; sda_out_en = 1; out_sda = 1; end
    START_03:  begin scl_r = 1; sda_out_en = 1; out_sda = 1; end
    START_1:   begin scl_r = 1; sda_out_en = 1; out_sda = 0; end
    START_2:   begin scl_r = 0; sda_out_en = 1; out_sda = 0; end
    TRA_1:     begin scl_r = 0; sda_out_en = 1; out_sda = valid_bit; end
    TRA_2:     begin scl_r = 1; sda_out_en = 1; out_sda = valid_bit; end
    TRA_3:     begin scl_r = 0; sda_out_en = 1; out_sda = valid_bit; end
    ACK_1:     begin scl_r = 0; sda_out_en = 0; end
    ACK_2:     begin scl_r = 1; sda_out_en = 0; end
    ACK_3:     begin scl_r = 0; sda_out_en = 0; end
    REC_1:     begin scl_r = 0; sda_out_en = 0; end
    REC_2:     begin scl_r = 1; sda_out_en = 0; end
    REC_3:     begin scl_r = 0; sda_out_en = 0; end
    PER_ACK_1: begin scl_r = 0; sda_out_en = 1; out_sda = 0; end
    PER_ACK_2: begin scl_r = 1; sda_out_en = 1; out_sda = 0; end
    PER_ACK_3: begin scl_r = 0; sda_out_en = 1; out_sda = 0; end
    STOP_1:    begin scl_r = 0; sda_out_en = 1; out_sda = 0; end
    STOP_2:    begin scl_r = 1; sda_out_en = 1; out_sda = 0; end
    STOP_3:    begin scl_r = 1; sda_out_en = 1; out_sda = 1; end
    default:   begin scl_r = 1; sda_out_en = 1; out_sda = 1; end
    endcase
end
always @ (posedge clk or negedge rstn) begin
    if(!rstn) begin
        byte_counter <= 0;
        bit_counter  <= 0;
    end else begin
        if(state == TRA_1) begin
            if(!bit_counter_is_zero) begin 
                bit_counter <= bit_counter - 1'b1; 
            end else if(!byte_counter_is_zero) begin 
                bit_counter <= 7; 
                byte_counter <= byte_counter - 1'b1; 
            end
        end else if(state == IDLE && valid_in) begin 
            byte_counter <= 2;
            bit_counter  <= 8;
        end
    end
end
always @ (posedge clk or negedge rstn) begin
    if(!rstn) begin
        seq <= 'd0;
    end else begin
        if(state == IDLE && write_command) begin
            seq <= {DEVICE_ADDRESS, 1'b0, addr, data_in};
        end else if(state == IDLE && read_command) begin
            seq <= {DEVICE_ADDRESS, 1'b0, addr, DEVICE_ADDRESS, 1'b1};
        end else if(state == TRA_3) begin
            seq <= seq << 1;
        end
    end
end
always @ (posedge clk or negedge rstn) begin
    if(!rstn) begin
        ack_valid <= 1'b0;
    end else begin
        if(state == ACK_1) ack_valid <= !in_sda;
    end
end
always @ (posedge clk or negedge rstn) begin
    if(!rstn) begin
        data_receive <= 'b0;
        rec_counter <= 'b0;
    end else begin
        if(state == REC_1) begin
            data_receive <= {data_receive[DATA_WIDTH - 2 : 0], in_sda};
            rec_counter <= rec_counter + 1'b1;
        end else if(done) begin
            rec_counter <= 'b0;
        end
    end
end
always @ (posedge clk or negedge rstn) begin
    if(!rstn) begin
        read_command <= 1'b0;
        write_command <= 1'b0;
    end else begin
        if(valid_in) begin
            write_command <= !write;
            read_command <= write;
        end else if(done) begin
            write_command <= 1'b0;
            read_command <= 1'b0;
        end
    end
end
endmodule
==> design/flow/run.sh <==
#!/bin/bash
# OpenROAD 26Q1-2900-gdf79404cd8, Yosys 0.63+post, stock flow scripts
make -C /OpenROAD-flow-scripts/flow DESIGN_CONFIG=/design/flow/config.mk WORK_HOME=/design/flow/orfs finish
==> design/flow/config.mk <==
export PLATFORM = sky130hd
export DESIGN_NAME = sccb
export DESIGN_NICKNAME = sccb
export VERILOG_FILES = /design/flow/design.v
export SDC_FILE = /design/flow/constraint.sdc
export NUM_CORES = 4
export LEC_CHECK = 1
export CORE_UTILIZATION = 30
==> design/flow/constraint.sdc <==
current_design sccb

set clk_period 2.6
set clk_io_pct 0.2

create_clock -name clk0 -period $clk_period [get_ports {clk}]

set non_clock_inputs [all_inputs -no_clocks]
set_input_delay [expr $clk_period * $clk_io_pct] -clock clk0 $non_clock_inputs
set_output_delay [expr $clk_period * $clk_io_pct] -clock clk0 [all_outputs]
==> impl_metrics.py <==
# Auto-generated metrics
metrics = {
    "yosys": {
        "synth_async_sr_flop_share_pct": 91.9,
        "ys_warn_count": 3,
        "top_area_share_pct": 49.2,
        "synth.avg_cell_area_um2": 9.91,
        "synthDistinctLibCells": 59,
        "synth_cells": 344,
        "ys_ff": 74,
        "area_leaders": "dfrtp_1, nand2_1, mux2_2, o21ai_0, inv_1",
        "syn_area_mm2": 0.00341,
        "flop_cell": "dfrtp_1",
        "ys_cells": 344,
        "top_cell": "dfrtp_1",
        "yosys-stat-area_mm2": 0.00341,
        "common_cells": "dfrtp_1, nand2_1, inv_1, mux2_2",
        "yosysTopAreaCell": "dfrtp_1",
        "edf_count": 0,
    },
    "floorplan": {
        "fp.dieW_um": 109,
        "fp_util_pct": 31.2,
        "die.size.y_um": 109,
        "rows": 38,
        "io_pins": 32,
    },
    "clock_network": {
        "h-tree-depth": 3,
        "post_cts_resized": 0,
        "cts_max_path_buffers": 2,
        "cts_made_buffers": 9,
        "postCtsSetupRepairBufs": 0,
        "cts_root_buffer": "clkbuf_16",
        "postCtsHoldBufs": 0,
    },
    "placement": {
        "gp_congestion": 0.887,
        "portBuffers": 30,
        "dp_hpwl_um": 4430,
    },
    "timing": {
        "unconstrained_endpoints": 12,
        "unclocked_regs": 6,
    },
    "run_status": {
        "failed_stage": "4_1_cts",
        "status": "aborted with a tool error",
        "firstError": "[error] [KeplerFormal.cpp:679] Workflow failed: Iso has multiple drivers: .sda0, sda$_DLATCH_P_.Q0",
    },
}
-- kinds of logic after synthesis --
family | share of synthesized area [%]
AND/OR/NAND/NOR | 15.9
latches | 2.64
XOR/XNOR | 0.257
buffers and inverters | 5.72
adder cells (fa/ha/maj) | 1.83
AND-OR/OR-AND | 16.5
flip-flops | 49.9
multiplexers | 7.16
-- stage by stage --
stage	cells	power [mW]	setup slack [ns]	hold WS [ns]	instance area, um2
3_3_place_gp	502	1.33	0.385	0.460	3860
2_1_floorplan	344	1.25	0.783	0.224	3410
3_5_place_dp	502	1.33	0.375	0.466	3860
Power figures rest on the tool's default switching activity, not on a simulated workload.
